==> flow/design.v <==
`timescale 1ns / 1ps
module adt7420_clock_generator (
    input logic clk_100MHz,
    output logic clk_200kHz,
    output logic clk_10kHz
);
    clock_generator_200khz clock_generator_200khz (
        .clk_100MHz(clk_100MHz),
        .clk_200kHz(clk_200kHz)
    );
    clock_generator_10khz clock_generator_10khz (
        .clk_200kHz(clk_200kHz),
        .clk_10kHz(clk_10kHz)
    );
endmodule
`timescale 1ns / 1ps
module adt7420_i2c_master #(
    parameter [11:0] POWER_UP_TIME = 12'd0
)(
    input logic clk_200kHz,
    inout logic sda,
    output logic [7:0] temperature  
);
    localparam [7:0] SENSOR_ADDR = 7'h4B;  
    localparam RW = 1'b1;  
    localparam SENSOR_ADDR_PLUS_RW = {SENSOR_ADDR[6:0], RW};  
    typedef enum {
        S_POWER_UP,
        S_START,
        S_SEND_ADDR6,
        S_SEND_ADDR5,
        S_SEND_ADDR4,
        S_SEND_ADDR3,
        S_SEND_ADDR2,
        S_SEND_ADDR1,
        S_SEND_ADDR0,
        S_SEND_RW,
        S_RECEIVE_ACK,
        S_RECEIVE_MSB7,
        S_RECEIVE_MSB6,
        S_RECEIVE_MSB5,
        S_RECEIVE_MSB4,
        S_RECEIVE_MSB3,
        S_RECEIVE_MSB2,
        S_RECEIVE_MSB1,
        S_RECEIVE_MSB0,
        S_SEND_ACK,
        S_RECEIVE_LSB7,
        S_RECEIVE_LSB6,
        S_RECEIVE_LSB5,
        S_RECEIVE_LSB4,
        S_RECEIVE_LSB3,
        S_RECEIVE_LSB2,
        S_RECEIVE_LSB1,
        S_RECEIVE_LSB0,
        S_SEND_NACK
    } state_i2c_master_t;
    state_i2c_master_t CS = S_POWER_UP;
    state_i2c_master_t NS;
    logic [7:0] msb_reg = 8'b0;
    logic [7:0] lsb_reg = 8'b0;
    logic [7:0] temperature_reg;
    logic sda_out_reg = 1'b1;
    logic sda_in_reg;
    logic sda_direction;
    logic [11:0] clk_200kHz_counter = 12'd0;
    always_ff @(posedge clk_200kHz) begin
        msb_reg <= msb_reg;
        lsb_reg <= lsb_reg;
        sda_out_reg <= sda_out_reg;
        clk_200kHz_counter <= clk_200kHz_counter + 1;
        temperature_reg <= temperature_reg;
        CS <= CS;
        if (CS == S_SEND_NACK)
            temperature_reg <= {msb_reg[6:0], lsb_reg[7]};
        unique0 case (CS)
            S_POWER_UP: begin
                if (clk_200kHz_counter == (12'd1999 - POWER_UP_TIME)) 
                    NS = S_START;
            end
            S_START: begin
                if (clk_200kHz_counter == (12'd2004 - POWER_UP_TIME))
                    sda_out_reg <= 1'b0;
                if (clk_200kHz_counter == (12'd2013 - POWER_UP_TIME)) 
                    NS = S_SEND_ADDR6;
            end
            S_SEND_ADDR6: begin
                sda_out_reg <= SENSOR_ADDR_PLUS_RW[7];
                if (clk_200kHz_counter == (12'd2033 - POWER_UP_TIME)) 
                    NS = S_SEND_ADDR5;
            end
            S_SEND_ADDR5: begin
                sda_out_reg <= SENSOR_ADDR_PLUS_RW[6];
                if (clk_200kHz_counter == (12'd2053 - POWER_UP_TIME)) 
                    NS = S_SEND_ADDR4;
            end
            S_SEND_ADDR4: begin
                sda_out_reg <= SENSOR_ADDR_PLUS_RW[5];
                if (clk_200kHz_counter == (12'd2073 - POWER_UP_TIME)) 
                    NS = S_SEND_ADDR3;
            end
            S_SEND_ADDR3: begin
                sda_out_reg <= SENSOR_ADDR_PLUS_RW[4];
                if (clk_200kHz_counter == (12'd2093 - POWER_UP_TIME)) 
                    NS = S_SEND_ADDR2;
            end
            S_SEND_ADDR2: begin
                sda_out_reg <= SENSOR_ADDR_PLUS_RW[3];
                if (clk_200kHz_counter == (12'd2113 - POWER_UP_TIME)) 
                    NS = S_SEND_ADDR1;
            end
            S_SEND_ADDR1: begin
                sda_out_reg <= SENSOR_ADDR_PLUS_RW[2];
                if (clk_200kHz_counter == (12'd2133 - POWER_UP_TIME)) 
                    NS = S_SEND_ADDR0;
            end
            S_SEND_ADDR0: begin
                sda_out_reg <= SENSOR_ADDR_PLUS_RW[1];
                if (clk_200kHz_counter == (12'd2153 - POWER_UP_TIME)) 
                    NS = S_SEND_RW;
            end
            S_SEND_RW: begin
                sda_out_reg <= SENSOR_ADDR_PLUS_RW[0];
                if (clk_200kHz_counter == (12'd2169 - POWER_UP_TIME)) 
                    NS = S_RECEIVE_ACK;
            end
            S_RECEIVE_ACK: begin
                if (clk_200kHz_counter == (12'd2189 - POWER_UP_TIME))
                    NS = S_RECEIVE_MSB7;
            end
            S_RECEIVE_MSB7: begin
                if (clk_200kHz_counter == (12'd2209 - POWER_UP_TIME))
                    NS = S_RECEIVE_MSB6;
                else
                    msb_reg[7] <= sda_in_reg;    
            end
            S_RECEIVE_MSB6: begin
                if (clk_200kHz_counter == (12'd2229 - POWER_UP_TIME))
                    NS = S_RECEIVE_MSB5;
                else 
                    msb_reg[6] <= sda_in_reg;
            end
            S_RECEIVE_MSB5: begin
                if (clk_200kHz_counter == (12'd2249 - POWER_UP_TIME))
                    NS = S_RECEIVE_MSB4;
                else
                    msb_reg[5] <= sda_in_reg;
            end
            S_RECEIVE_MSB4: begin
                if (clk_200kHz_counter == (12'd2269 - POWER_UP_TIME))
                    NS = S_RECEIVE_MSB3;
                else
                    msb_reg[4] <= sda_in_reg;
            end
            S_RECEIVE_MSB3: begin
                if (clk_200kHz_counter == (12'd2289 - POWER_UP_TIME))
                    NS = S_RECEIVE_MSB2;
                else
                    msb_reg[3] <= sda_in_reg;
            end
            S_RECEIVE_MSB2: begin
                if (clk_200kHz_counter == (12'd2309 - POWER_UP_TIME))
                    NS = S_RECEIVE_MSB1;
                else
                    msb_reg[2] <= sda_in_reg;
            end
            S_RECEIVE_MSB1: begin
                if (clk_200kHz_counter == (12'd2329 - POWER_UP_TIME))
                    NS = S_RECEIVE_MSB0;
                else
                    msb_reg[1] <= sda_in_reg;
            end
            S_RECEIVE_MSB0: begin
                sda_out_reg <= 1'b0;
                if (clk_200kHz_counter == (12'd2349 - POWER_UP_TIME)) 
                    NS = S_SEND_ACK;
                else
                    msb_reg[0] <= sda_in_reg;
            end
            S_SEND_ACK: begin
                if (clk_200kHz_counter == (12'd2369 - POWER_UP_TIME)) 
                    NS = S_RECEIVE_LSB7;
            end
            S_RECEIVE_LSB7: begin
                if (clk_200kHz_counter == (12'd2389 - POWER_UP_TIME))
                    NS = S_RECEIVE_LSB6;
                else
                    lsb_reg[7] <= sda_in_reg;
            end
            S_RECEIVE_LSB6: begin
                if (clk_200kHz_counter == (12'd2409 - POWER_UP_TIME))
                    NS = S_RECEIVE_LSB5;
                else
                    lsb_reg[6] <= sda_in_reg;
            end
            S_RECEIVE_LSB5: begin
                if (clk_200kHz_counter == (12'd2429 - POWER_UP_TIME))
                    NS = S_RECEIVE_LSB4;
                else
                    lsb_reg[5] <= sda_in_reg;
            end
            S_RECEIVE_LSB4: begin
                if (clk_200kHz_counter == (12'd2449 - POWER_UP_TIME))
                    NS = S_RECEIVE_LSB3;
                else 
                    lsb_reg[4] <= sda_in_reg;
            end
            S_RECEIVE_LSB3: begin
                if (clk_200kHz_counter == (12'd2469 - POWER_UP_TIME))
                    NS = S_RECEIVE_LSB2;
                else
                    lsb_reg[3] <= sda_in_reg;
            end
            S_RECEIVE_LSB2: begin
                if (clk_200kHz_counter == (12'd2489 - POWER_UP_TIME))
                    NS = S_RECEIVE_LSB1;
                else
                    lsb_reg[2] <= sda_in_reg;
            end
            S_RECEIVE_LSB1: begin
                if (clk_200kHz_counter == (12'd2509 - POWER_UP_TIME))
                    NS = S_RECEIVE_LSB0;
                else
                    lsb_reg[1] <= sda_in_reg;
            end
            S_RECEIVE_LSB0: begin
                sda_out_reg <= 1'b1;
                if (clk_200kHz_counter == (12'd2529 - POWER_UP_TIME)) 
                    NS = S_SEND_NACK;
                else
                    lsb_reg[0] <= sda_in_reg;
            end
            S_SEND_NACK: begin
                if (clk_200kHz_counter == (12'd2559 - POWER_UP_TIME)) begin
                    clk_200kHz_counter <= (12'd2000 - POWER_UP_TIME);
                    NS = S_START;
                end
            end
        endcase
        CS <= NS;
    end
    assign sda_in_reg = sda;
    assign sda_direction = (
        CS == S_POWER_UP || CS == S_START || 
        CS == S_SEND_ADDR6 || CS == S_SEND_ADDR5 || 
        CS == S_SEND_ADDR4 || CS == S_SEND_ADDR3 || 
        CS == S_SEND_ADDR2 || CS == S_SEND_ADDR1 || 
        CS == S_SEND_ADDR0 || CS == S_SEND_RW || 
        CS == S_SEND_ACK || CS == S_SEND_NACK
    ) ? 1'b1 : 1'b0;
    tri_state_buffer sda_tri_state_buffer (
        .data_in(sda_out_reg), 
        .enable(sda_direction), 
        .data_out(sda)
    );
    assign temperature = temperature_reg;
endmodule
`timescale 1ns / 1ps
module clock_generator_10khz (
    input logic clk_200kHz,
    output logic clk_10kHz
);
    logic [3:0] clk_10kHz_counter = 4'd0;
    logic clk_10kHz_reg = 1'b1;
    always_ff @(posedge clk_200kHz) begin
        clk_10kHz_reg <= clk_10kHz_reg;
        if (clk_10kHz_counter == 9) begin
            clk_10kHz_counter <= 4'd0;
            clk_10kHz_reg <= ~clk_10kHz_reg;
        end else begin
            clk_10kHz_counter <= clk_10kHz_counter + 1;
        end
    end
    assign clk_10kHz = clk_10kHz_reg;
endmodule
`timescale 1ns / 1ps
module clock_generator_200khz (
    input logic clk_100MHz,
    output logic clk_200kHz
);
    logic [7:0] clk_200kHz_counter = 8'd0;
    logic clk_200kHz_reg = 1'b1;
    always_ff @(posedge clk_100MHz) begin
        clk_200kHz_reg <= clk_200kHz_reg;
        if (clk_200kHz_counter == 249) begin
            clk_200kHz_counter <= 8'd0;
            clk_200kHz_reg <= ~clk_200kHz_reg;
        end else begin
            clk_200kHz_counter <= clk_200kHz_counter + 1;
        end
    end
    assign clk_200kHz = clk_200kHz_reg;
endmodule
`timescale 1ns / 1ps
module temp_converter (
    input logic [7:0] temp_c,
    output logic [7:0] temp_f
);
    logic [15:0] temp_f_reg;
    always_comb begin
        temp_f_reg = temp_c * 9;
        temp_f_reg = temp_f_reg / 5;
        temp_f_reg = temp_f_reg + 32;
        temp_f = temp_f_reg[7:0];
    end
endmodule
`timescale 1ns / 1ps
module top_adt7420_driver #(
    parameter POWER_UP_TIME = 12'd0 
)(
    input logic clk_100MHz,
    inout logic sda,
    output logic [7:0] temperature_c,  
    output logic [7:0] temperature_f,  
    output logic scl
);
    logic clk_200kHz;
    logic [7:0] temperature_c_reg;
    logic [7:0] temperature_f_reg;
    adt7420_clock_generator clock_wizard (
        .clk_100MHz(clk_100MHz),
        .clk_200kHz(clk_200kHz),
        .clk_10kHz(scl)
    );
    adt7420_i2c_master #(
        .POWER_UP_TIME(POWER_UP_TIME) 
    ) adt7420_i2c_master (
        .clk_200kHz(clk_200kHz),
        .sda(sda),
        .temperature(temperature_reg)
    );
    temp_converter c2f (
        .temp_c(temperature_c_reg),
        .temp_f(temperature_f_reg)
    );
    assign {temperature_c, temperature_f} = {temperature_c_reg, temperature_f_reg};
endmodule
`timescale 1ns / 1ps
module tri_state_buffer (
    input logic data_in,
    input logic enable,
    output logic data_out
);
    assign data_out = enable ? data_in : 1'bz;
endmodule
==> flow/run.sh <==
#!/bin/bash
# OpenROAD 26Q1-2900-gdf79404cd8, Yosys 0.63+post, stock flow scripts
make -C /OpenROAD-flow-scripts/flow DESIGN_CONFIG=/design/flow/config.mk WORK_HOME=/design/flow/orfs finish
==> flow/config.mk <==
export PLATFORM = sky130hd
export DESIGN_NAME = top_adt7420_driver
export DESIGN_NICKNAME = top_adt7420_driver
export VERILOG_FILES = /design/flow/design.v
export SDC_FILE = /design/flow/constraint.sdc
export NUM_CORES = 4
export LEC_CHECK = 1
export CORE_UTILIZATION = 50
==> flow/constraint.sdc <==
current_design top_adt7420_driver

set clk_period 3.0
set clk_io_pct 0.2

create_clock -name clk0 -period $clk_period [get_ports {clk_100MHz}]

set non_clock_inputs [all_inputs -no_clocks]
set_input_delay [expr $clk_period * $clk_io_pct] -clock clk0 $non_clock_inputs
set_output_delay [expr $clk_period * $clk_io_pct] -clock clk0 [all_outputs]
==> out/qor.yml <==
topRoutingLayerUsed: "met4"
reg2regPathDepth: 6
antenna-diode-count: 0
unclocked_pins: 51
achievable-frequency_ghz: 0.556
critical_path.cell_chain: "ha_1 -> nand2_1 -> nor3_1 -> o21ai_0 -> nand2_1 -> o21ai_0"
grt_overflow: 0
synth_cell_type_count: 80
cp_data_required_time_ps: 3110
routed_wirelength_mm: 23.0
period_minus_slack_ps: 1800
cp_slowest_stage_delay_ps: 630
cts.reportedPaths.clkPinSlew_ps: 40
number_of_global_route_vias_before_repair: 5871
cts_buffer_depth: 2
timing.hold.ws_ps: 479
drtAntennaViolNets: 0
number_of_cells_on_the_critical_path: 6
post_synth_instance_area_um2: 5410
cts_tree: "built"
initialDrtViolationCount: 716
postSynthCellCount: 765
worstPathArrival_ps: 1910
met1Wirelength_mm: 8.86
clockRootBuffer: "clkbuf_8"
cts_setup_buffers: 0
grt_antenna_before_repair: 0
floorplanUtilization: 0.520
power-per-cell-area_nw_per_um2: 47.5
yosys_register_bits: 60
floorplan.die_area_um2: 11200
overall_fraction_of_global_route_tracks_in_use: 0.427
drive_gt1_frac: 0.0497
setup_viol: 0
postcts_resize_cnt: 0
totalNegativeSetupSlack_ps: 0
io_buffer_count: 1
cts.hold.buffers_added: 0
floorplan.rows: 37
dr_wl_met2_mm: 9.14
cts-buffers-inserted: 3
p_leak_uw: 0.00174
flip_flop_count_of_the_largest_register_after_layout: 28
ys_cells: 765
fin_worst_skew_ps: 1.95
areaGrowthSynthToFinish_pct: 0.301
core_area_um2: 10400
timing.final.crit_share: 0.600
syn_area_per_cell_um2: 7.07
worst_hold_path_type: "reg2reg"
cp-start-kind: "register"
timing.critical_path.buf_inv: 0
synth-area-yosys_um2: 5410
detailedPlace.worstSlack_ps: 1210
grt_setup_unrepaired: "no"
grt_max_degree: 53
log.warning_count: 30
timing.final.max_slew_violations: 0
grt_pass1_wl_mm: 35.0
synth_seq_share: 0.228
fin_total_pwr_uw: 258
critical-path-top-delay-family: "simple AND/OR/NAND/NOR gates"
post_drt_wl_per_cell_um: 26.7
run_status: "completed"
finalHoldViolCount: 0
ctsHtreeMaxLevel: 1
worstPathMaxFanout: 8
worstSkewPairLatency_ps: 230
drt-vias-per-instance: 7.43
lay_top_cells: "nor2_1, nand2_1, nor3_1, dfxtp_1, o21ai_0"
ir_drop_uv: 297
critPathKind: "reg2reg"
fp.dieW_um: 106
critical_path_sink_type: "register"
ys_async_sr_fraction: 0
layout.cells.most_common: "nor2_1"
min_delay_path_depth: 1
untimed_endpoints: 55
route.detailed.drc: 0
slew_headroom: 0.254
critical-path-slowest-cell: "nor3_1"
worst_pin_slew_ps: 1110
count_of_synthesis_stage_warnings_from_yosys: 15
drt_pass1_iterations: 6
worst_setup_slack_final_ps: 1200
drv_cap: 0
routed-via-count: 6394
synthFlopType: "dfxtp_1"
ioPinCount: 19
dr_wl_met3_mm: 3.36
place_hpwl_mm: 17.3
number_of_flops_mapped_to_enable_cells_by_yosys: 3
globalplace.congestion: 1.21
dieHeight_um: 106
-- stage by stage --
step	utilization	instance area [µm²]	cells
finish	0.521	5430	861
CTS	0.521	5430	861
detailed placement	0.517	5380	857
global route	0.521	5430	861
global placement	0.517	5380	857
floorplan	-	5460	779
-- final timing paths --
| check | endpoint | slack, ps |
|---|---|---|
| setup / recovery | register | 1200 |
| hold reg to reg | register | 480 |
| hold / removal | register | 480 |
| setup reg to reg | register | 1200 |
-- kinds of logic after synthesis --
kind of cell	Yosys count	synth area share
simple gates	410	0.414
xor+xnor	13	0.0210
buf+inv	86	0.0756
flops	60	0.228
other cells	2	0.00139
mux	1	0.00185
fa+ha+maj	7	0.0162
compound gates	186	0.242
-- power breakdown --
group          total (µW)  internal, µW  switching [µW]  leakage, µW
combinational       0.447             0           0.446      0.00123
clock                 136          90.3            45.4    0.0000255
sequential            122           122               0     0.000493
total                 258           212            45.8      0.00174
-- synthesized netlist by cell type, types with 5 or more instances --
master	number	area share
nor2_1	85	0.059
nand2_1	75	0.052
dfxtp_1	57	0.21
nor3_1	57	0.053
clkbuf_1	48	0.033
o21ai_0	47	0.043
nand3_1	35	0.032
a21oi_1	23	0.021
nor4_1	20	0.023
nand4_1	19	0.022
nand2b_1	17	0.020
buf_4	16	0.022
inv_1	15	0.010
or3_1	13	0.015
or4_1	13	0.018
a31oi_1	11	0.013
o31ai_1	11	0.015
o41ai_1	11	0.018
o211ai_1	9	0.012
and3_1	8	0.0092
o21a_1	8	0.011
ha_1	7	0.016
nand4b_1	7	0.011
o311a_1	7	0.013
xor2_1	7	0.011
nor3b_1	6	0.0083
o22ai_1	6	0.0069
xnor2_1	6	0.0097
a311oi_1	5	0.0081
and3b_1	5	0.0081
nand3b_1	5	0.0069
nand4bb_1	5	0.010
nor4b_1	5	0.0081
or2_2	5	0.0058
-- layer usage --
| layer | vias to the layer above | global-route usage |
|---|---|---|
| met5 | - | 0 |
| met4 | 0 | 0.239 |
| met3 | 135 | 0.108 |
| met2 | 577 | 0.608 |
| met1 | 2889 | 0.597 |
| li1 | 2793 | - |
-- layout make-up --
type | instances | area, µm²
inverters | 15 | 56.3
clock buffers | 3 | 41.3
fillers | 994 | 4990
repair buffers | 13 | 100
clock inverters | 1 | 5.00
well taps | 136 | 170
flip-flops and latches | 60 | 1230
multi-input cells | 633 | 3820
Power and IR drop assume default switching activity.
